File: flow/config.mk
export PLATFORM = sky130hd
export DESIGN_NAME = regfile
export DESIGN_NICKNAME = regfile
export VERILOG_FILES = /design/flow/design.v
export SDC_FILE = /design/flow/constraint.sdc
export NUM_CORES = 4
export LEC_CHECK = 1
export CORE_UTILIZATION = 50
export SYNTH_HDL_FRONTEND = slang
File: flow/constraint.sdc
current_design regfile

set clk_period 9.8
set clk_io_pct 0.2

create_clock -name clk0 -period $clk_period [get_ports {clk}]

set non_clock_inputs [all_inputs -no_clocks]
set_input_delay [expr $clk_period * $clk_io_pct] -clock clk0 $non_clock_inputs
set_output_delay [expr $clk_period * $clk_io_pct] -clock clk0 [all_outputs]
File: flow/design.v
`default_nettype none
`timescale 1ns / 10ps
module regfile (
    input clk,
    input write_en,
    input [4:0] A1,
    input [4:0] A2,
    input [4:0] A3,
    input [31:0] WD,
    output wire [31:0] RD1,
    output wire [31:0] RD2
);
reg [31:0] RegisterFile [32];
int i;
initial begin
    for (i = 0; i < 32; i++) begin
        RegisterFile[i] <= 32'd0;
    end
end
assign RD1 = (A1 != 0) ? RegisterFile[A1] : 0;
assign RD2 = (A2 != 0) ? RegisterFile[A2] : 0;
always @(posedge clk) begin
    if((write_en) && (A3 != 32'b0)) begin
        RegisterFile[A3] <= WD;
    end
end
endmodule
File: flow/run.sh
#!/bin/bash
# OpenROAD 26Q1-2900-gdf79404cd8, Yosys 0.63+post, stock flow scripts
make -C /OpenROAD-flow-scripts/flow DESIGN_CONFIG=/design/flow/config.mk WORK_HOME=/design/flow/orfs finish
==> metrics.yaml <==
ys_types: 39
layout_top_cell: "edfxtp_1"
cts_tree: "done"
ir_drop_uv: 142
grt_pass1_wl_um: 209000
overflow: 0
largest-register: "RegisterFile"
syn_area_um2: 47900
path_cells: "buf_6 > buf_4 > buf_4 > mux4_2 > nor2b_1 > a211oi_1 > a311oi_1 > clkdlybuf4s50_1"
p_per_area_nw_per_um2: 179
path_class: "input port to output pin"
wl_per_cell_um: 35.6
fin_crit_sh_pct: 75.1
yosys_area_um2: 47900
die_w_um: 312
grt_max_degree: 75
fill_cells: 6918
crit_buf_inv: 4
critical_path.most_common_cell: "buf_4"
total_power_mw: 9.72
worstSetupEndpointType: "output pin"
numClockSinks: 1024
hold_path.class: "input port to flop"
critPathMaxFanout: 26
top_area_cell: "edfxtp_1"
io_pins: 113
yosys_register_bits: 1024
vias: 27700
ctsLongestPathBuffers: 3
rows: 113
dpl-instance-area_um2: 50900
design_area_um2: 54300
top_cell_area_share_pct: 64.2
grt_pass1_vias: 31100
drv_cap: 0
slew_viol_final: 0
cts_buffers: 109
whs_ns: 2.09
critical_path.startpoint_type: "input port"
rsz0062_at_grt: "false"
chipHeight_um: 312
relSlewSlack_pct: 32.9
antenna_found_initial: 3
period_minus_slack_ns: 7.36
clock.fmax_mhz: 136
grt_usage_pct: 34.0
wl_um: 145000
antenna-diode-count: 0
synth_stat.cells: 2564
post_cts_resized: 0
top_regs: "RegisterFile (1024)"
htreeDepth: 3
lay_top_cells: "1024 x edfxtp_1, 320 x mux2i_1, 316 x mux4_2, 121 x buf_4, 112 x clkbuf_16"
outcome: "finished clean"
cts_setup_buffers: 0
drt_iter0_drc: 1618
final_hold_viol_count: 0
crit_slowest_cell: "buf_4"
postRouteAntennaNets: 0
tool_warnings: 26
cp_top_family: "buffers and inverters"
critPathRequiredTime_ns: 7.84
syn_to_final_growth_pct: 13.3
gp_congestion: 0.887
numPortBuffers: 112
largest_register_ffs: 1024
via_per_inst: 6.79
tightest_slew_ns: 1.00
core_um2: 95000
postSynthSeqShare_pct: 64.2
p_leak_nw: 17.6
clockRootBuffer: "clkbuf_16"
post_synth.cell_area_avg_um2: 18.7
drtPass1Iterations: 5
cts_hold_buf: 0
synth.area.top_cells: "edfxtp_1 64%, mux4_2 15%, mux2i_1 6.7%"
tns_ns: 0
setup_viol: 0
initCoreUtil_pct: 50.4
cpPeakStageDelay_ns: 0.61
drc: 0
clkTransAtPathRegs_ns: 0.06
final_layout_size_suffix_gt1_share_pct: 26.2
syn-instance-count: 2564
critPathArrivalTime_ns: 5.40
dieArea_um2: 97100
yosys_warnings: 0
hpwl_um: 82400
## report_power, final
part           switching (mW)  internal (mW)
Clock                    1.68           2.25
Sequential             0.0261           4.89
Combinational           0.506          0.372
Total                    2.21           7.51
## kinds of logic after synthesis
group	share of synthesized area, %
compound gates	6.15
buf+inv	2.44
flops	64.2
mux	25.0
other cells	0.00783
simple gates	2.18
## stage by stage
step / worst slack (ns) / cells / util (%)
2_1_floorplan: 4.47 / 2595 / -
4_1_cts: 2.40 / 4084 / 57.1
6_report: 2.44 / 4084 / 57.1
3_3_place_gp: 2.42 / 3883 / 53.6
3_5_place_dp: 2.41 / 3883 / 53.6
5_1_grt: 2.19 / 4084 / 57.1
## final timing paths
kind,start,end,cells after the start
max,A1[0],RD1[9],8
min,WD[12],RegisterFile[11][12],2
## final cells by class
| cell class | count | area, µm² | area share (%) |
|---|---|---|---|
| clock buffers | 147 | 2930 | 5.41 |
| well taps | 1265 | 1580 | 2.92 |
| inverters | 2 | 8.76 | 0.0161 |
| multi-input cells | 1354 | 16400 | 30.2 |
| repair buffers | 238 | 2150 | 3.96 |
| flip-flops and latches | 1024 | 30700 | 56.7 |
| clock inverters | 54 | 443 | 0.816 |
## cells in the mapped netlist, drive strengths merged
cell,count
a211oi,64
a21oi,32
a221oi,54
a22oi,64
a311oi,32
and2,2
and3,1
buf,115
clkbuf,100
conb,1
edfxtp,1024
inv,2
mux2,64
mux2i,320
mux4,352
nand2,85
nand2b,1
nand3,2
nand3b,6
nand4,32
nor2,37
nor2b,37
o2111ai,10
o21ai,54
o221ai,64
or2,1
or3,2
or3b,5
or4,1
## metal layers
| layer | wire length [µm] | part of all wire, % | track usage [%] | up-vias |
|---|---|---|---|---|
| met5 | 642 | 0.44 | 5.19 | - |
| met4 | 5360 | 3.7 | 9.47 | 23 |
| met3 | 27600 | 19 | 27.6 | 363 |
| met2 | 66000 | 45 | 46.8 | 2124 |
| met1 | 45700 | 31 | 42.6 | 13900 |
| li1 | - | - | - | 11400 |
