### flow/design.v
`default_nettype none
`timescale 10ns / 10ns
module fader #(
    parameter POLARITY = 1,
    parameter START_OFFSET = 0.01,  
    parameter RAMP_TIME = 0.033,
    parameter HOLD_TIME = 0.1,
    parameter PWM_DUTY_CYCLE = 1200,  
    parameter PWM_UPDATE_INTERVAL = 12000,  
    parameter CLOCK_FREQ = 12e6,
    parameter HOLD_CYCLES = $rtoi(HOLD_TIME * CLOCK_FREQ),
    parameter START_OFFSET_CYCLES = $rtoi(START_OFFSET * CLOCK_FREQ),
    parameter RAMP_INTERVALS = $rtoi(RAMP_TIME / (PWM_UPDATE_INTERVAL/CLOCK_FREQ)),
    parameter RAMP_STEP = $rtoi(PWM_DUTY_CYCLE / RAMP_INTERVALS)
  ) (
    input clk,
    output reg [$clog2(PWM_DUTY_CYCLE) - 1:0] pwm_signal
  );
  localparam WAIT = 0, INC = 1, DEC = 2;
  reg [1:0] state = WAIT;
  reg [1:0] next_state;
  reg [$clog2(RAMP_INTERVALS) - 1:0] update_count = 0;
  reg [$clog2(HOLD_CYCLES) - 1:0] count = 0;
  reg ramp_direction = POLARITY;
  reg done_waiting = 0;
  reg done_ramping = 0;
  reg update_pwm = 0;
  reg wait_start = 1;
  initial begin
    pwm_signal = POLARITY ? PWM_DUTY_CYCLE : 0;
  end
  always @(posedge clk) begin
    state <= next_state;
  end
  always_comb begin
    case (state)
      WAIT:
        if (done_waiting) begin
          next_state = ramp_direction ? DEC : INC;
        end else begin
          next_state = state;
        end
      INC, DEC:
        if (done_ramping) begin
          next_state = WAIT;
        end else begin
          next_state = state;
        end
      default: next_state = state;
    endcase
  end
  always @(posedge clk) begin
    case (state)
      WAIT:  
      begin
        if (wait_start) begin
          if ((START_OFFSET_CYCLES == 0) || (count == START_OFFSET_CYCLES - 1)) begin
            done_waiting <= 1'b1;
            wait_start <= 1'b0;
            count <= 0;
          end else begin
            done_waiting <= 1'b0;
            count <= count + 1'b1;
          end
        end else if (count == HOLD_CYCLES - 1) begin
          count <= 0;
          done_waiting <= 1'b1;
        end else begin
          done_waiting <= 1'b0;
          count <= count + 1'b1;
        end
      end
      INC, DEC:  
      begin
        if (count == PWM_UPDATE_INTERVAL - 1) begin
          count <= 0;
          update_pwm <= 1'b1;
        end else begin
          update_pwm <= 1'b0;
          count <= count + 1'b1;
        end
      end
      default: count <= 0;
    endcase
  end
  always @(posedge clk) begin
    if(update_pwm) begin
      if (update_count == RAMP_INTERVALS - 1) begin
        update_count <= 0;
        done_ramping <= 1'b1;
        ramp_direction <= ~ramp_direction;
      end else begin
        update_count <= update_count + 1'b1;
      end
      pwm_signal <= ramp_direction ? (pwm_signal - RAMP_STEP) : (pwm_signal + RAMP_STEP);
    end else begin done_ramping <= 0; end
end
endmodule
### flow/config.mk
export PLATFORM = sky130hd
export DESIGN_NAME = fader
export DESIGN_NICKNAME = fader
export VERILOG_FILES = /design/flow/design.v
export SDC_FILE = /design/flow/constraint.sdc
export NUM_CORES = 4
export LEC_CHECK = 1
export CORE_UTILIZATION = 30
export SYNTH_HDL_FRONTEND = slang
### flow/constraint.sdc
current_design fader

set clk_period 2.8
set clk_io_pct 0.2

create_clock -name clk0 -period $clk_period [get_ports {clk}]

set non_clock_inputs [all_inputs -no_clocks]
set_input_delay [expr $clk_period * $clk_io_pct] -clock clk0 $non_clock_inputs
set_output_delay [expr $clk_period * $clk_io_pct] -clock clk0 [all_outputs]
### flow/run.sh
#!/bin/bash
# OpenROAD 26Q1-2900-gdf79404cd8, Yosys 0.63+post, stock flow scripts
make -C /OpenROAD-flow-scripts/flow DESIGN_CONFIG=/design/flow/config.mk WORK_HOME=/design/flow/orfs finish
==> flow_metrics.py <==
# Metrics from the implementation run
metrics = {
    "final_timing": {
        "fin_skew_ns": 0.005493,
        "setup_violations": 0,
        "slew_headroom_pct": 52.00,
        "tns_ns": 0,
        "maxSlewViolCount": 0,
        "finalClockPeriodUsage_pct": 76.53,
        "min_period_ns": 2.143,
        "tightest_slew_ns": 0.7134,
        "rsz0062_at_grt": "false",
        "hold_violations": 0,
        "fmax_mhz": 466.7,
        "whs_ns": 0.4488,
    },
    "layout": {
        "area_growth_pct": 12.54,
        "mostFrequentLayoutCells": "dfxtp_1, nor2_1, xnor2_1, edfxtp_1",
        "layout_top_cell": "dfxtp_1",
        "drive_gt1_share_pct": 9.091,
    },
    "synth": {
        "area_leaders": "edfxtp_1, dfxtp_1, xnor2_1, ha_1, nor2_1",
        "largest_area_cell": "edfxtp_1",
        "synthArstFlopShare_pct": 0,
        "numSynthFlops": 44,
        "synth-main-ff-cell": "dfxtp_1",
        "syn_inst": 217,
        "synth.distinct_cells": 46,
        "avgSynthCellArea_sq_um": 10.39,
        "top_area_share_pct": 25.31,
        "yosysWarnings": 0,
        "synth-edff-count": 19,
        "yosysChipArea_sq_mm": 0.002255,
        "mappedNetlistArea_sq_mm": 0.002255,
        "yosysCellCount": 217,
        "postSynthSeqShare_pct": 47.50,
    },
    "cts": {
        "post_cts_resized": 0,
        "cts_setup_buffers": 0,
        "numCtsBuffers": 5,
        "clock_path_buffers": 2,
        "ctsHoldBuffers": 0,
        "path_clk_slew_ns": 0.09,
        "h-tree-depth": 2,
        "clock_latency_ns": 0.29,
        "cts_tree": "yes",
        "cts_root_buffer": "clkbuf_8",
        "cts_sinks": 44,
    },
    "run": {
        "warning_count": 26,
        "maxCapViolations": 0,
    },
    "drt": {
        "wl_microns": 3573,
        "drcViolationCount": 0,
        "vias": 1495,
        "antenna_cells": 0,
        "wire_per_inst_microns": 10.83,
        "drtIter0Drc": 72,
        "drt_first_pass_iters": 4,
        "antenna_left": 0,
        "viasPerCell": 4.530,
    },
    "die": {
        "row_count": 31,
        "die_x_microns": 88.69,
        "fp_util_pct": 31.09,
        "io_pins": 12,
        "dieArea_sq_mm": 0.007866,
        "die_h_microns": 88.69,
        "coreArea_sq_mm": 0.007253,
    },
    "worst_hold_path": {
        "whs_endpoint": "state[0]$_DFF_P_",
        "holdCritStartpoint": "done_waiting$_DFFE_PP_",
        "hold_class": "reg2reg",
        "hold_depth": 1,
    },
    "setup_path": {
        "cp_slowest_cell": "edfxtp_1",
        "worst-setup-path-type": "reg2reg",
        "critPathRequiredTime_ns": 2.85,
        "critical_path.top_delay_family": "flip-flops",
        "startpoint_type": "register",
        "path_buffers": 1,
        "cp_cell_sequence": "inv_1, fa_1, nor2b_1, o21ai_1, a21boi_0, or4b_1, nand3_1",
        "reg2reg_slack_ns": 0.66,
        "cp-end-kind": "register",
        "cp_data_arrival_time_ns": 2.19,
        "crit_fanout": 9,
        "r2r-start": "ramp_direction$_DFFE_PP_",
        "rr_worst_depth": 7,
        "cp_slowest_stage_delay_ns": 0.54,
        "r2r-end": "pwm_signal[8]$_DFFE_PP_",
    },
    "global_routing": {
        "antenna_found_initial": 0,
        "grt_max_degree": 21,
        "grt_pass1_vias": 1392,
        "track_usage_pct": 10.33,
        "overflow": 0,
        "grt_first_pass_wirelength_microns": 6285,
    },
    "place": {
        "gp_congestion": 0.8026,
        "hpwlAfterDp_microns": 2549,
        "io_buffers": 9,
    },
    "power_and_ir_drop": {
        "power_mw": 1.150,
        "power.density_mw_per_mm2": 453.0,
        "p_leak_nw": 0.9328,
        "ir_drop_uv": 235.9,
    },
    "status": {
        "outcome": "complete, no violations",
    },
}
-- synth_stat cells (all sizes together) (4+ instances only) --
library cell	count
nor2	32
dfxtp	25
xnor2	20
edfxtp	19
inv	13
nand2	13
nand3	11
ha	10
xor2	9
a21oi	6
nand4	5
and3	4
buf	4
nor2b	4
o21ai	4
-- layout make-up --
type	count	area, sq um
Multi-Input combinational cell	157	1092
Tap cell	99	123.9
Fill cell	731	4716
Timing Repair Buffer	9	90.09
Sequential cell	44	1071
Clock inverter	3	42.54
Inverter	13	48.80
Clock buffer	5	68.82
-- kinds of logic (layout without fill, tap and decap cells) --
kind of cell / Yosys count / after routing / synth area share (%)
flops: 44 / 44 / 47.50
compound gates: 24 / 24 / 7.437
buf+inv: 17 / 30 / 4.217
other cells: 1 / 2 / 0.1663
mux: 1 / 1 / 0.4440
xor+xnor: 29 / 29 / 11.27
fa+ha+maj: 11 / 11 / 6.437
simple gates: 90 / 90 / 22.53
-- where the power goes --
group | leakage, nW | switching [mW] | total (mW) | internal, mW
Combinational | 0.456 | 0.0000393 | 0.0000398 | 0
Clock | 0.0541 | 0.223 | 0.487 | 0.264
Sequential | 0.422 | 0 | 0.663 | 0.663
-- state kept, by name (all words and copies together), names as in the netlist --
register	cells
count	21
pwm_signal	9
update_count	6
state	3
done_ramping	1
done_waiting	1
ramp_direction	1
update_pwm	1
wait_start	1
-- per-layer routing --
metal | global-route usage [%] | wire length, microns
met4 | 1.466 | 41
met5 | 0 | 0
met2 | 16.50 | 1538
met3 | 2.081 | 129
met1 | 15.35 | 1864
-- through the flow --
step	area (sq um)	instances	utilization (%)	setup WS [ns]
2_1_floorplan	2258	218	-	0.8536
3_3_place_gp	2426	322	33.45	0.7317
3_5_place_dp	2426	322	33.45	0.6610
4_1_cts	2537	330	34.98	0.6493
5_1_grt	2537	330	34.98	0.4200
6_report	2537	330	34.98	0.6572
-- worst max path at each step --
stage	startpoint	endpoint	depth (start not counted)	slack, ns
5_1_grt	ramp_direction$_DFFE_PP_	pwm_signal[8]$_DFFE_PP_	7	0.42
4_1_cts	ramp_direction$_DFFE_PP_	pwm_signal[8]$_DFFE_PP_	7	0.65
6_report	ramp_direction$_DFFE_PP_	pwm_signal[8]$_DFFE_PP_	7	0.66
No activity file was given, so power comes from the tool's default toggle rates.
