$ cat /design/flow/run.sh
#!/bin/bash
# OpenROAD 26Q1-2900-gdf79404cd8, Yosys 0.63+post, stock flow scripts
make -C /OpenROAD-flow-scripts/flow DESIGN_CONFIG=/design/flow/config.mk WORK_HOME=/design/flow/orfs finish
$ cat /design/flow/config.mk
export PLATFORM = sky130hd
export DESIGN_NAME = game_controller
export DESIGN_NICKNAME = game_controller
export VERILOG_FILES = /design/flow/design.v
export SDC_FILE = /design/flow/constraint.sdc
export NUM_CORES = 4
export LEC_CHECK = 1
export CORE_UTILIZATION = 30
export SYNTH_HDL_FRONTEND = slang
$ cat /design/flow/constraint.sdc
current_design game_controller

set clk_period 7.1
set clk_io_pct 0.2

create_clock -name clk0 -period $clk_period [get_ports {clk}]

set non_clock_inputs [all_inputs -no_clocks]
set_input_delay [expr $clk_period * $clk_io_pct] -clock clk0 $non_clock_inputs
set_output_delay [expr $clk_period * $clk_io_pct] -clock clk0 [all_outputs]
$ cat /design/flow/design.v
`default_nettype none
`timescale 10ns / 10ns
module game_controller (
  input  clk,
  input  start,
  input [7:0] channel_data,
  output wire [7:0] next_channel_data,
  output wire memory_updated,
  output wire write_en,
  output reg [5:0] memory_address
);
localparam LOADING = 0, CALCULATING = 1, WRITING = 2, DONE = 3;
reg [1:0] state = DONE;
reg [1:0] next_state;
initial begin
  memory_address = 0;
end
assign memory_updated = (state == DONE);
wire calculating_done;
assign calculating_done = processor_done;
wire loading_done;
assign loading_done = (memory_address == 6'd63);
wire writing_done;
assign writing_done = (memory_address == 6'd63);
always_ff @(posedge clk) begin
  state <= next_state;
end
always_comb begin
    next_state = 2'bxx;
    unique case (state)
      LOADING:
        if (loading_done)
          next_state = CALCULATING;
        else
          next_state = LOADING;
      CALCULATING:
        if (calculating_done)
          next_state = WRITING;
        else
          next_state = CALCULATING;
      WRITING:
        if (writing_done)
          next_state = DONE;
        else
          next_state = WRITING;
      DONE:
        if(start)
          next_state = LOADING;
        else
          next_state = DONE;
    endcase
end
reg [2:0] i = 0;
reg [2:0] j = 0;
assign write_en = (state == WRITING);
assign next_channel_data = (game_state[j][i]) ? 8'b00001111 : 8'b00000000;
always_ff @(posedge clk) begin
  if ((state == LOADING) || (state == WRITING)) begin
    if (i == 3'd7) begin
        j <= j + 1;
        i <= 0;
        end else begin
        i <= i + 1;
    end
    memory_address <= memory_address + 1;
  end
end
always_ff @(posedge clk) begin
  if (state == LOADING) begin
    game_state[j][i] <= (!channel_data) ? 1'b0 : 1'b1;
  end
end
reg [7:0] game_state [8];
wire [7:0] game_state_bus;
assign game_state_bus = game_state[game_address];
wire [7:0] next_game_state_bus;
wire [2:0] game_address;
wire processor_done;
wire processor_writing;
wire start_processor;
assign start_processor = (next_state == CALCULATING);
game_processor game_processor (
  .clk(clk),
  .start(start_processor),
  .game_state_bus(game_state_bus),
  .next_game_state_bus(next_game_state_bus),
  .address(game_address),
  .write_en(processor_writing),
  .done(processor_done)
);
always @(posedge clk) begin
  if (processor_writing) begin
    game_state[game_address] <= next_game_state_bus;
  end
end
endmodule
`default_nettype none
`timescale 10ns / 10ns
module game_processor (
  input  clk,
  input start,
  input [7:0] game_state_bus,
  output wire [7:0] next_game_state_bus,
  output reg [2:0] address,
  output wire write_en,
  output wire done
);
localparam LOADING = 0, CALCULATING = 1, WRITING = 2, DONE = 3;
reg [1:0] state = DONE;
reg [1:0] next_state;
reg [7:0] game_state [8];
reg [7:0] next_game_state [8];
initial begin
    address = 0;
end
reg [2:0] i = 0;
reg [2:0] j = 0;
reg [4:0] total = 0;
always_comb begin
    next_state = 2'bxx;
    unique case (state)
      LOADING:
        if (loading_done)
          next_state = CALCULATING;
        else
          next_state = LOADING;
      CALCULATING:
        if (calculating_done)
          next_state = WRITING;
        else
          next_state = CALCULATING;
      WRITING:
        if (writing_done)
          next_state = DONE;
        else
          next_state = WRITING;
      DONE:
        if(start)
          next_state = LOADING;
        else
          next_state = DONE;
    endcase
end
assign done = (state == DONE);
assign write_en = (state == WRITING);
always_ff @(posedge clk) begin
  state <= next_state;
end
wire calculating_done;
assign calculating_done = ((j == 3'd7) & (i == 3'd7));
always_ff @(negedge clk) begin
  if (state == CALCULATING) begin
    total <=
    game_state[j][(i-1) % 8] + game_state[j][(i+1) % 8] +
    game_state[(j-1) % 8][i] + game_state[(j+1) % 8][i] +
    game_state[(j-1) % 8][(i-1) % 8] + game_state[(j+1) % 8][(i-1) % 8] +
    game_state[(j-1) % 8][(i+1) % 8] + game_state[(j+1) % 8][(i+1) % 8];
  end
end
always_ff @(posedge clk) begin
  if (state == CALCULATING) begin
    if (i == 3'd7) begin
        j <= j + 1;
        i <= 0;
        end else begin
        i <= i + 1;
    end
    if (game_state[j][i]) begin
        if ((total < 5'd2) || (total > 5'd3)) begin
        next_game_state[j][i] <= 0;
        end else begin
        next_game_state[j][i] <= 1;
        end
    end else if (total == 5'd3) begin
        next_game_state[j][i] <= 1;
    end else begin
        next_game_state[j][i] <= 0;
    end
  end
end
wire writing_done;
assign writing_done = (address == 3'd7);
wire loading_done;
assign loading_done = (address == 3'd7);
always_ff @(posedge clk) begin
    if ((state == LOADING) || (state == WRITING)) begin
        address <= address + 1;
    end
end
assign next_game_state_bus = next_game_state[address];
always_ff @(posedge clk) begin
    if (state == LOADING) begin
        game_state[address] <= game_state_bus;
    end
end
endmodule
==> flow_summary.ini <==
; physical design summary
[critical_path]
required_ps = 3880
cp_top_family = adder cells
cp.depth = 14
cp-end-kind = flop
worstSetupPathType = flop to flop
start_kind = flop
critPathMaxStageDelay_ps = 540
ff2ff_path_depth = 14
cpMaxStageDelayCell = fa_1
crit_chain = ha_2 > ha_4 > buf_12 > mux4_2 > mux2_4 > mux2i_1 > inv_1 > mux4_2 > fa_1 > fa_1 > fa_2 > inv_1 > fa_1 > inv_1
r2r_slack_ps = -950
cp_num_buf_inv = 4
path_max_fanout = 8
worstPathArrival_ps = 4830

[sta]
layout_setup_ws_ps = -949
holdWs_ps = 613
rsz0062_at_grt = true
setup_violations = 4
hold_violations = 0
worst_pin_slew_ps = 995
finClkSkew_ps = 65.3
slew_headroom = 0.318
maxSlewViolCount = 0

[cells_and_area]
area_growth_pct = 20.2
final_area_sq_um = 15100
drive_gt1_frac = 0.283
fin_cells = 1591

[placed_design]
io_buffers = 21
pre_cts_ws_ps = -1100
finalWeightedCongestion = 0.937
place_hpwl_um = 23400
dp.cells = 1537
placed_cell_area_sq_um = 14200

[hold_path]
hold_path_class = flop to flop
hold_depth = 1

[power_and_ir_drop]
power_density_nw_per_um2 = 323
total_power_mw = 4.88
irDropWorstVdd_mv = 0.238
p_leak_nw = 4.84

[clock_tree]
cts_root_buf = clkbuf_16
clk_path_buf_depth = 3
h-tree-depth = 1
path_clk_slew_ps = 60
clock_latency_ps = 580
clock-sinks = 230
cts_tree = built
numCtsBuffers = 26

[synth]
synth.avg_cell_area_sq_um = 13.8
ys_cells = 914
ff_type = edfxtp_1
top_area_frac = 0.518
synthArstFlopShare = 0
yosysChipArea_sq_um = 12600
ys_warn_count = 0
edf_count = 217
top_cells_by_area = edfxtp_1 52%, mux4_2 16%, nor2_1 3.1%
synth_flops = 230
synth_seq_share = 0.539
top_cells_by_count = 217 x edfxtp_1, 103 x nor2_1, 90 x mux4_2
synthDistinctLibCells = 57
yosysTopAreaCell = edfxtp_1
synthCells = 914
top_cell = edfxtp_1
synthesis.area_sq_um = 12600

[floorplan]
die-width_um = 207
fp_util = 0.306
die-area_sq_um = 42800
core_area_sq_um = 41100
placementRows = 74
io_pins = 26
fp.dieH_um = 207

[global_routing]
antenna_found_initial = 0
grt_overflow = 0
grt_max_degree = 33
grt_usage = 0.170
grt_pass1_wl_um = 51400
first_global_vias = 9074

[routing]
vias = 8575
antennaDiodeCount = 0
drtIter0Drc = 625
firstDrtPassIters = 5
vias_per_cell = 5.39
antenna_left = 0
wl_um = 33100
post-route-drc-count = 0
wire_per_inst_um = 20.8

[job]
drv_cap = 0
warning_count = 34

[run_status]
status = complete, but fails checks
violations = setup timing
## sequential cells by signal, indices dropped and copies added (netlist names), named ones only
signal and cells:
game_processor.state 2, game_processor.next_game_state 64, game_processor.j 3, game_processor.i 3, game_processor.total 4, i 3, memory_address 6, j 3
game_state 64, game_processor.game_state 64, game_processor.address 3, state 2
## worst paths after layout
kind	from	endpoint
max	game_processor.j[0]$_DFFE_PP_	game_processor.total[1]$_DFFE_NN_
min	state[0]$_DFF_P_	state[0]$_DFF_P_
max reg2reg	game_processor.j[0]$_DFFE_PP_	game_processor.total[1]$_DFFE_NN_
min reg2reg	state[0]$_DFF_P_	state[0]$_DFF_P_
## cell usage in the layout (no fill, tap or decap), types with 5 or more instances in the layout
master	instances
nor3_1	18
o21ai_0	57
o211ai_1	5
inv_2	5
clkbuf_16	26
edfxtp_1	217
o21ai_1	12
buf_4	126
a21oi_1	68
nand3_1	24
xnor2_1	7
buf_12	5
a31oi_1	5
mux2i_1	35
or3_1	9
ha_1	12
mux4_2	90
inv_1	17
mux4_1	14
clkdlybuf4s50_1	21
mux2_2	21
clkinv_1	6
nand2_1	47
dfxtp_1	12
nor2_1	103
nor2b_1	13
## metrics by stage
stage | TNS [ps] | util
2_1_floorplan | -3070 | -
3_3_place_gp | -3530 | 0.346
3_5_place_dp | -3830 | 0.346
4_1_cts | -3370 | 0.368
5_1_grt | -4100 | 0.368
6_report | -3390 | 0.368
## logic make-up (layout without fill, tap and decap cells)
family,Yosys count,count (layout),share of synthesized area
buffers and inverters,81,223,0.0299
XOR/XNOR,12,12,0.00835
AND/OR/NAND/NOR,240,240,0.0870
multiplexers,165,165,0.242
AND-OR/OR-AND,166,166,0.0728
adder cells (fa/ha/maj),19,19,0.0213
flip-flops,230,230,0.539
other,1,4,0.000298
## what timing repair did
action	in CTS	in global routing
buffers inserted	2	2
resized	7	0
pin swaps	2	1
hold endpoints to repair	0	0
hold buffers	0	0
setup endpoints to repair	4	4
cloned	0	0
## layer usage
| layer | wire (um) | share of wire | vias to the layer above | global-route usage |
|---|---|---|---|---|
| met5 | 37 | 0.0011 | - | 0.00691 |
| met4 | 1030 | 0.031 | 2 | 0.0464 |
| met1 | 12600 | 0.38 | 4175 | 0.221 |
| met2 | 15200 | 0.46 | 468 | 0.255 |
| met3 | 4200 | 0.13 | 77 | 0.0914 |
| li1 | - | - | 3853 | - |
## layout make-up
| class | instances | area, sq um |
|---|---|---|
| Clock buffer | 29 | 662 |
| Clock inverter | 22 | 193 |
| Fill cell | 3911 | 26000 |
| Inverter | 19 | 71.3 |
| Multi-Input combinational cell | 606 | 5490 |
| Sequential cell | 230 | 6780 |
| Tap cell | 532 | 666 |
| Timing Repair Buffer | 153 | 1270 |
## report_power, final
part	switching (mW)	internal (mW)
sequential	0.152	1.72
clock	0.554	0.755
combinational	0.889	0.811
